==> /design/flow/design.v <==
`timescale 1ns / 1ps
module Clock(clk, reset, clk1, clk2);
input clk, reset;
output clk1, clk2;
reg clk1, clk2;
reg [24:0] counter1, counter2;
initial
begin
	counter1 <= 0; clk1 <= 0;
	counter2 <= 0; clk2 <= 0;
end
always@(posedge reset or posedge clk)
begin
    if (reset == 1'b1)
        begin
            clk1 <= 0;
				clk2 <= 0;
            counter1 <= 0;
				counter2 <= 0;
        end
    else
        begin
            counter1 <= counter1 + 1;
				counter2 <= counter2 + 1;
            if ( counter1 == 10)
                begin
                    counter1 <= 0;
                    clk1 <= ~clk1;
                end
				if ( counter2 == 5000)
                begin
                    counter2 <= 0;
                    clk2 <= ~clk2;
                end
        end
end
endmodule   
==> /design/flow/run.sh <==
#!/bin/bash
# OpenROAD 26Q1-2900-gdf79404cd8, Yosys 0.63+post, stock flow scripts
make -C /OpenROAD-flow-scripts/flow DESIGN_CONFIG=/design/flow/config.mk WORK_HOME=/design/flow/orfs finish
==> /design/flow/config.mk <==
export PLATFORM = sky130hd
export DESIGN_NAME = Clock
export DESIGN_NICKNAME = Clock
export VERILOG_FILES = /design/flow/design.v
export SDC_FILE = /design/flow/constraint.sdc
export NUM_CORES = 4
export LEC_CHECK = 1
export CORE_UTILIZATION = 50
==> /design/flow/constraint.sdc <==
current_design Clock

set clk_period 5.8
set clk_io_pct 0.2

create_clock -name clk0 -period $clk_period [get_ports {clk}]

set non_clock_inputs [all_inputs -no_clocks]
set_input_delay [expr $clk_period * $clk_io_pct] -clock clk0 $non_clock_inputs
set_output_delay [expr $clk_period * $clk_io_pct] -clock clk0 [all_outputs]
==> impl_metrics.json <==
{
  "common_cells": "52 x dfrtp_1, 24 x xnor2_1, 24 x xor2_1",
  "drv_cap": 0,
  "ys_warn_count": 1,
  "setup_violations": 0,
  "die_h_um": 73.0,
  "grt_pass1_vias": 1592,
  "hold_path_class": "reg2reg",
  "vias": 1586,
  "worst_slew_pin_slew_ns": 0.639,
  "hold_viol_final": 0,
  "setup_tns_ns": 0,
  "clock_skew_ns": 0.00843,
  "powerDensity_nw_per_um2": 209,
  "fin_crit_ns": 2.29,
  "area_growth_syn_to_layout_pct": 7.05,
  "tritoncts": "yes",
  "rsz0062_at_grt": "false",
  "htree_levels": 2,
  "io_pins": 4,
  "synth_top_area_share_pct": 51.6,
  "largest_area_cell": "dfrtp_1",
  "antenna_found_initial": 0,
  "ant_nets": 0,
  "cts.sinks": 52,
  "finalNonFillerCells": 299,
  "max_stage_delay_ns": 0.47,
  "drtIter0Drc": 76,
  "cts_resized": 0,
  "arrival_ns": 1.13,
  "drc": 0,
  "numCtsBuffers": 5,
  "coreArea_um2": 4790,
  "dp_hpwl_um": 2770,
  "worstPathRequired_ns": 4.64,
  "postSynthCellCount": 225,
  "slew_headroom_pct": 57.4,
  "dp_cells": 292,
  "antenna-diode-count": 0,
  "warnings": 27,
  "path_buffers": 1,
  "grt_pass1_wl_um": 7380,
  "path_delay_family": "buffers and inverters",
  "criticalPathCategory": "reg2out",
  "startpoint_type": "register",
  "async_flop_share_pct": 100,
  "finalPower_mw": 0.563,
  "worst_path_max_delay_cell": "clkdlybuf4s50_1",
  "peakVddDrop_mv": 0.122,
  "path_clk_slew_ns": 0.08,
  "fillers": 397,
  "synth_seq_share_pct": 51.6,
  "post-route-util_pct": 56.4,
  "topCellsByArea": "dfrtp_1 52%, xnor2_1 8.3%, xor2_1 8.3%, nor2_1 3.1%, nand2_1 3.0%",
  "synth_area_um2": 2520,
  "fp.dieW_um": 73.0,
  "yosys-stat-cells": 225,
  "finalCritPeriodShare_pct": 39.5,
  "seq_area_um2": 1300,
  "via_per_inst": 5.30,
  "status": "finished, final reports clean",
  "die-area_um2": 5330,
  "numPortBuffers": 3,
  "timing.fmax_mhz": 436,
  "flop_cell": "dfrtp_1",
  "wl_um": 4120,
  "cp_max_fo": 2,
  "initCoreUtil_pct": 52.7,
  "slew_violations": 0,
  "place_congestion": 0.864,
  "crit_chain": "clkdlybuf4s50_1",
  "grt_use_total_pct": 18.6,
  "ys_area_um2": 2520,
  "grt-ovfl-total": 0,
  "grt_max_degree": 53,
  "root_buffer": "clkbuf_8",
  "fp-row-count": 25,
  "hold_slack_ns": 0.474,
  "total_leakage_power_nw": 1.29,
  "clk_latency_ns": 0.30,
  "logic_area_um2": 1160,
  "syn_area_per_cell_um2": 11.2,
  "ys_ff": 52,
  "synth_dominant_cell_count": "dfrtp_1",
  "crit_path_end_kind": "output port",
  "drive_gt1_share_pct": 9.05,
  "wl_per_cell_um": 13.8,
  "firstDrtPassIters": 4,
  "clockBufferDepth": 2,
  "hold_buffers": 0,
  "edf_count": 0,
  "postCtsSetupBuffers": 0,
  "synth_cell_types": 29
}
==> layout make-up <==
class / count / share of cell area (%)
sequential: 52 / 48.2
tap: 67 / 3.11
timing repair buffer: 4 / 1.39
clock inverter: 2 / 0.464
clock buffer: 5 / 2.55
multi-input combinational: 161 / 43.2
inverter: 8 / 1.11
==> registers in the layout, indices dropped and copies added, names as in the netlist <==
name	count
clk1	1
clk2	1
counter1	25
counter2	25
==> stage by stage <==
stage	cell area [um^2]	setup WS (ns)
global route	2700	3.46
CTS	2700	3.48
floorplan	2520	3.38
global placement	2620	3.70
detailed placement	2620	3.66
finish	2700	3.51
==> layer usage <==
metal	track usage, %	part of all wire (%)	routed length [um]
met1	32.7	53	2180
met2	25.4	42	1720
met5	0	0	0
met4	1.96	1.3	53
met3	4.62	3.9	162
==> path summary, 6_finish.rpt <==
path,from,to,slack (ns),depth (start not counted)
max in group asynchronous,reset,counter1[5],4.02,3
worst max-delay path,clk1,clk1,3.51,1
worst max register to register,counter2[0],clk2,3.95,6
min in group asynchronous,reset,counter1[12],1.34,3
worst min-delay path,clk1,clk1,0.47,1
worst min register to register,clk1,clk1,0.47,1
==> power breakdown <==
part / switching [mW] / internal, mW
Combinational: 0.00678 / 0.00110
Clock: 0.111 / 0.0818
Sequential: 0 / 0.362
Total: 0.118 / 0.445
==> placed cells by master, fill, tap and decap left out, drive strengths merged, types with 2 or more instances in the layout <==
master         instances
and3                   5
and4                   4
clkbuf                 5
clkdlybuf4s50          3
dfrtp                 52
ha                     4
inv                    8
nand2                 20
nand3                 14
nand4                 12
nor2                  21
nor2b                  2
nor3                  10
nor4                  15
nor4b                  4
xnor2                 24
xor2                  24
==> cell families (layout without fill, tap and decap cells) <==
family | after synthesis | in the layout | synth area share, %
flip-flops | 52 | 52 | 51.6
XOR/XNOR | 48 | 48 | 16.7
adder cells (fa/ha/maj) | 4 | 4 | 1.99
buffers and inverters | 12 | 19 | 2.18
AND/OR/NAND/NOR | 109 | 109 | 27.5
Power figures rest on the tool's default switching activity, not on a simulated workload.
