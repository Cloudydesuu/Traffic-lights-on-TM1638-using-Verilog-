--- /design/flow/run.sh ---
#!/bin/bash
# OpenROAD 26Q1-2900-gdf79404cd8, Yosys 0.63+post, stock flow scripts
make -C /OpenROAD-flow-scripts/flow DESIGN_CONFIG=/design/flow/config.mk WORK_HOME=/design/flow/orfs finish
--- /design/flow/config.mk ---
export PLATFORM = sky130hd
export DESIGN_NAME = tm1638
export DESIGN_NICKNAME = tm1638
export VERILOG_FILES = /design/flow/design.v
export SDC_FILE = /design/flow/constraint.sdc
export NUM_CORES = 4
export LEC_CHECK = 1
export CORE_UTILIZATION = 40
--- /design/flow/constraint.sdc ---
current_design tm1638

set clk_period 16.4
set clk_io_pct 0.2

create_clock -name clk0 -period $clk_period [get_ports {clk1}]

set non_clock_inputs [all_inputs -no_clocks]
set_input_delay [expr $clk_period * $clk_io_pct] -clock clk0 $non_clock_inputs
set_output_delay [expr $clk_period * $clk_io_pct] -clock clk0 [all_outputs]
--- /design/flow/design.v ---
`timescale 1ns / 1ps
module tm1638 (clk1, reset, stb, dio, sclk, data_check, light_chuc1, light_dv1, light_chuc2, light_dv2, light1, light2);
input clk1, reset;
output reg stb, dio, sclk;
output reg [7:0] data_check;
input [3:0] light_chuc1, light_dv1, light_chuc2, light_dv2;
input [1:0] light1, light2;
wire [7:0] sseg1, sseg2, sseg3, sseg4, sseg5, sseg6;
function [7:0] decode_sseg;
	input [3:0] hex;
		case(hex)
			4'd0: decode_sseg = 8'h3f;
			4'd1: decode_sseg = 8'h06;
			4'd2: decode_sseg = 8'h5b;
			4'd3: decode_sseg = 8'h4f;
			4'd4: decode_sseg = 8'h66;
			4'd5: decode_sseg = 8'h6d;
			4'd6: decode_sseg = 8'h7d;
			4'd7: decode_sseg = 8'h07;
			4'd8: decode_sseg = 8'h7f;
			4'd9: decode_sseg = 8'h6f;
			default: decode_sseg = 8'h00;
        endcase
endfunction
assign sseg1 = decode_sseg(light_chuc1);
assign sseg2 = decode_sseg(light_dv1);
assign sseg4 = decode_sseg(light_chuc2);
assign sseg5 = decode_sseg(light_dv2);
function [7:0] traffic_light;
	input [3:0] hex;
		case(hex)
			4'd1: traffic_light = 8'h01;
			4'd2: traffic_light = 8'h40;
			4'd3: traffic_light = 8'h08;
			default: traffic_light = 8'h00;
		endcase
endfunction
assign sseg3 = traffic_light(light1);
assign sseg6 = traffic_light(light2);
wire [47:0]data;
assign data[0*8+7:0*8+0]=sseg1;
assign data[1*8+7:1*8+0]=sseg2;
assign data[2*8+7:2*8+0]=sseg3;
assign data[3*8+7:3*8+0]=sseg4;
assign data[4*8+7:4*8+0]=sseg5;
assign data[5*8+7:5*8+0]=sseg6;
reg [47:0] data_hold = 0;
reg [7:0] command_activate = 8'h8f;  
reg [7:0] command_mode = 8'h44;  
reg [7:0] command_addr1 = 8'hc0;  
reg [7:0] command_addr2 = 8'hc2;  
reg [7:0] command_addr3 = 8'hc4;  
reg [7:0] command_addr4 = 8'hc6;  
reg [7:0] command_addr5 = 8'hc8;  
reg [7:0] command_addr6 = 8'hca;  
integer cnt;
initial begin
	cnt = 0;
	dio = 0;
	stb = 1;
	sclk = 0;
	data_check = 0;
end
always @ (posedge clk1 or posedge reset) begin
if (reset) begin
	sclk = 1;
	stb = 1; 
	dio = 0;
	cnt = 0;
end
else begin
	if (cnt == 0) begin 
		command_mode = 8'h44; command_activate = 8'h8f; command_addr1 = 8'hc0; command_addr2 = 8'hc2; command_addr3 = 8'hc4; command_addr4 = 8'hc6; command_addr5 = 8'hc8; command_addr6 = 8'hca;
		data_hold = data;
		stb = 0;
	end
	else if ((cnt >= 1) && (cnt <= 16)) begin  
		data_check = 8'h44;
		dio = command_mode[0];
		sclk = ~sclk;
		if (sclk) begin command_mode=command_mode>>1; end
	end
	else if (cnt == 17) begin  
		data_check = 0;
		stb = 1;
	end
	else if (cnt == 18) begin  
		stb = 0;
	end
	else if ((cnt>=19) && (cnt<=34)) begin  
		data_check = 8'hc0;
		dio = command_addr1[0];
		sclk = ~sclk;
		if (sclk) begin command_addr1 = command_addr1>>1; end
	end
	else if ((cnt>=35) && (cnt<=50)) begin  
		data_check = sseg1;
		dio = data_hold[0];
		sclk = ~ sclk;
		if (sclk) begin data_hold = data_hold >>1; end
	end
	else if (cnt == 51) begin  
		data_check = 0;
		stb = 1;
	end
	else if (cnt == 52) begin  
		stb = 0;
	end
	else if ((cnt>=53) && (cnt<=68)) begin  
		data_check = 8'hc2;
		dio = command_addr2[0];
		sclk = ~sclk;
		if (sclk) begin command_addr2 = command_addr2>>1; end
	end
	else if ((cnt>=69) && (cnt<=84)) begin  
		data_check = sseg2;
		dio = data_hold[0];
		sclk = ~ sclk;
		if (sclk) begin data_hold = data_hold >>1; end
	end
	else if (cnt == 85) begin  
		data_check = 0;
		stb = 1;
	end
	else if (cnt == 86) begin  
		stb = 0;
	end
	else if ((cnt>=87) && (cnt<=102)) begin  
		data_check = 8'hc4;
		dio = command_addr3[0];
		sclk = ~sclk;
		if (sclk) begin command_addr3 = command_addr3>>1; end
	end
	else if ((cnt>=103) && (cnt<=118)) begin  
		data_check = sseg3;
		dio = data_hold[0];
		sclk = ~ sclk;
		if (sclk) begin data_hold = data_hold >>1; end
	end
	else if (cnt == 119) begin  
		data_check = 0;
		stb = 1;
	end
	else if (cnt == 120) begin  
		stb = 0;
	end
	else if ((cnt>=121) && (cnt<=136)) begin  
		data_check = 8'hc6;
		dio = command_addr4[0];
		sclk = ~sclk;
		if (sclk) begin command_addr4 = command_addr4>>1; end
	end
	else if ((cnt>=137) && (cnt<=152)) begin  
		data_check = sseg4;
		dio = data_hold[0];
		sclk = ~ sclk;
		if (sclk) begin data_hold = data_hold >>1; end
	end
	else if (cnt == 153) begin  
		data_check = 0;
		stb = 1;
	end
	else if (cnt == 154) begin  
		stb = 0;
	end
	else if ((cnt>=155) && (cnt<=170)) begin  
		data_check = 8'hc8;
		dio = command_addr5[0];
		sclk = ~sclk;
		if (sclk) begin command_addr5 = command_addr5>>1; end
	end
	else if ((cnt>=171) && (cnt<=186)) begin  
		data_check = sseg5;
		dio = data_hold[0];
		sclk = ~ sclk;
		if (sclk) begin data_hold = data_hold >>1; end
	end
	else if (cnt == 187) begin  
		data_check = 0;
		stb = 1;
	end
	else if (cnt == 188) begin  
		stb = 0;
	end
	else if ((cnt>=189) && (cnt<=204)) begin  
		data_check = 8'hca;
		dio = command_addr6[0];
		sclk = ~sclk;
		if (sclk) begin command_addr6 = command_addr6>>1; end
	end
	else if ((cnt>=205) && (cnt<=220)) begin  
		data_check = sseg6;
		dio = data_hold[0];
		sclk = ~ sclk;
		if (sclk) begin data_hold = data_hold >>1; end
	end
	else if (cnt == 221) begin  
		data_check = 0;
		stb = 1;
	end
	else if (cnt == 222) begin  
		stb = 0;
	end
	else if ((cnt>=223) && (cnt<=238)) begin  
		data_check = 8'h8f;
		dio = command_activate[0];
		sclk = ~sclk;
		if (sclk) begin command_activate = command_activate>>1; end
	end
	else if (cnt == 239) begin  
		data_check = 0;
		stb = 1;
	end
	else if (cnt == 240) begin  
		cnt = -1;
		sclk = 1;
		dio = 0;
	end
	cnt = cnt +1;
end
end
endmodule 
==> impl_metrics.tcl <==
# implementation run metrics
set metrics [dict create \
    status "complete, no violations" \
    min_path_type "register to register" \
    hold_viol 0 \
    chip_area_um2 22800 \
    fill_cells 2035 \
    grtUsageTotal_pct 20.5 \
    antenna_found_initial 0 \
    drt_wl_total_um 21500 \
    numClockSinks 154 \
    synth_warnings 1 \
    drive_gt1_share_pct 9.08 \
    viasPerCell 5.81 \
    max_freq_mhz 165 \
    dpl_cell_area_um2 9480 \
    insertion_delay_ps 420 \
    yosys.area.top_type "edfxtp_1" \
    ir_drop_v 0.0000599 \
    grt_pass1_vias 6165 \
    place_congestion 0.921 \
    path_clk_slew_ps 60 \
    cp_max_fo 36 \
    setup_viol 0 \
    crit_top_cell "buf_4" \
    tightestPinTransition_ps 874 \
    fp_util_pct 40.7 \
    syn_area_um2 8880 \
    ff_latch_area_um2 4450 \
    final_area_um2 10000 \
    path_cells "clkdlybuf4s50_1 > inv_1 > buf_4 > o21ai_0 > a41oi_1 > a21boi_4 > buf_4" \
    synth.distinct_cells 84 \
    cap_violations 0 \
    synth_flops 154 \
    cts_made_buffers 17 \
    first_pass_iters 5 \
    synthArstFlopShare_pct 22.7 \
    synthDominantCellAreaShare_pct 40.2 \
    grt_overflow_total 0 \
    wl_per_cell_um 18.2 \
    port_buffers 32 \
    hold_buffers 0 \
    diodes 0 \
    ys_cells 872 \
    startpoint_type "input port" \
    rsz0062_at_grt "false" \
    vias 6871 \
    p_leak_uw 0.00369 \
    period_needed_ps 6060 \
    top_cells_by_area "edfxtp_1, dfrtp_1, o21ai_0" \
    synth-edff-count 119 \
    finalClockPeriodUsage_pct 37.0 \
    criticalPathCategory "input port to register" \
    post_cts_buffers 0 \
    drcViolationCount 0 \
    top_cells_by_count "edfxtp_1, nand2_1, o21ai_0" \
    htree_num_levels 4 \
    die_h_um 151 \
    slowest_stage "a21boi_4" \
    p_per_area_nw_per_um2 83.1 \
    crit_arrival_ps 6150 \
    fp.dieW_um 151 \
    cp_data_required_time_ps 16480 \
    cp.buffers_inverters 4 \
    fin_setup_tns_ps 0 \
    ant_nets 0 \
    synth_chip_area_um2 8880 \
    slew_headroom_pct 41.7 \
    synth.avg_cell_area_um2 10.2 \
    clock_tree.root_cell "clkbuf_16" \
    synthFlopType "edfxtp_1" \
    syn-instance-count 872 \
    cts_tree "yes" \
    tool_warnings 42 \
    hpwl_um 14700 \
    clockBufferDepth 2 \
    critical_path.max_stage_delay_ps 660 \
    drtIter0Drc 627 \
    cp_top_family "AND-OR/OR-AND gates" \
    postSynthSeqShare_pct 50.1 \
    num_io_pins 33 \
    grt_pass1_wl_um 34300 \
    final_max_slew_viol_count 0 \
    row_count 54 \
    fin_skew_ps 10.4 \
    cp-end-kind "register" \
    grt_max_degree 70 \
    logic_area_um2 4080 \
    ctsResizeCount 0 \
    coreArea_um2 21800 \
    most_common_cell "edfxtp_1" \
    area_growth_pct 13.1 \
]
==> sequential cells by signal, indices dropped and copies added (netlist names) <==
| signal | count |
|---|---|
| command_addr1 | 8 |
| stb | 1 |
| command_addr5 | 8 |
| command_addr2 | 8 |
| command_addr4 | 8 |
| command_mode | 7 |
| data_hold | 48 |
| data_check | 8 |
| command_activate | 8 |
| dio | 1 |
| sclk | 1 |
| cnt | 32 |
| command_addr3 | 8 |
| command_addr6 | 8 |
==> power by group <==
group	switching [uW]	internal [uW]	total (uW)
sequential	1.70	422	423
combinational	19.3	14.3	33.7
clock	155	223	378
==> final timing paths <==
check                               startpoint             endpoint  slack [ps]  cells past startpoint
setup / recovery                         reset        data_hold[38]       10340                      7
hold reg to reg            command_activate[3]  command_activate[2]         490                      1
setup reg to reg                       cnt[22]        data_hold[38]       11710                      8
hold / removal             command_activate[3]  command_activate[2]         490                      1
max in group asynchronous                reset                  stb       12690                      3
min in group asynchronous                reset              cnt[11]        3350                      3
==> cells by family after synthesis <==
| group | Yosys count | share of synthesized area, % |
|---|---|---|
| AND/OR/NAND/NOR | 368 | 23.7 |
| multiplexers | 7 | 0.789 |
| AND-OR/OR-AND | 217 | 16.2 |
| flip-flops | 154 | 50.1 |
| XOR/XNOR | 21 | 2.07 |
| adder cells (fa/ha/maj) | 22 | 3.10 |
| buffers and inverters | 83 | 4.06 |
==> per-layer routing <==
metal | global-route usage, % | vias up | wire length (um)
li1 | - | 3297 | -
met1 | 33.8 | 3308 | 10100
met2 | 29.6 | 248 | 9620
met3 | 5.04 | 18 | 1610
met4 | 2.40 | 0 | 252
met5 | 0 | - | 0
==> placed cells by master (no fill, tap or decap), types with 10 or more instances in the layout <==
cell / n
edfxtp_1: 119
nand2_1: 66
o21ai_0: 64
nor2_1: 62
and2_1: 50
a21oi_1: 42
nand3b_1: 35
dfrtp_1: 33
clkdlybuf4s50_1: 32
nand2b_1: 30
inv_1: 27
nand3_1: 24
ha_1: 22
buf_4: 22
nor3_1: 21
clkbuf_16: 18
a31oi_1: 14
a211oi_1: 13
nor4_1: 12
xnor2_1: 12
or2_2: 10
==> cell type report <==
class                           count  share of cell area (%)
Sequential cell                   154                    44.3
Multi-Input combinational cell    635                    40.7
Timing Repair Buffer               54                    4.83
Clock buffer                       23                    4.77
Tap cell                          280                    3.49
Inverter                           28                    1.05
Clock inverter                      9                   0.885
==> stage by stage <==
stage / std cells / util [%] / hold slack (ps) / total power (uW) / setup slack (ps)
2_1_floorplan: 872 / - / 426 / 447 / 7960
6_report: 1183 / 46.0 / 493 / 835 / 10340
3_5_place_dp: 1151 / 43.4 / 484 / 465 / 9820
3_3_place_gp: 1151 / 43.4 / 481 / 465 / 9890
4_1_cts: 1183 / 46.0 / 495 / 844 / 10270
5_1_grt: 1183 / 46.0 / 511 / 863 / 10060
Power figures rest on the tool's default switching activity, not on a simulated workload.
